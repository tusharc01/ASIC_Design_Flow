--- run.sh ---
#!/bin/bash
# OpenROAD 26Q1-2900-gdf79404cd8, Yosys 0.63+post, stock flow scripts
make -C /OpenROAD-flow-scripts/flow DESIGN_CONFIG=/design/flow/config.mk WORK_HOME=/design/flow/orfs finish
--- config.mk ---
export PLATFORM = sky130hd
export DESIGN_NAME = lock
export DESIGN_NICKNAME = lock
export VERILOG_FILES = /design/flow/design.v
export SDC_FILE = /design/flow/constraint.sdc
export NUM_CORES = 4
export LEC_CHECK = 1
export CORE_AREA = 10 10 70 70
export DIE_AREA = 0 0 80 80
--- constraint.sdc ---
current_design lock

set clk_period 1.6
set clk_io_pct 0.2

create_clock -name clk0 -period $clk_period [get_ports {clock}]

set non_clock_inputs [all_inputs -no_clocks]
set_input_delay [expr $clk_period * $clk_io_pct] -clock clk0 $non_clock_inputs
set_output_delay [expr $clk_period * $clk_io_pct] -clock clk0 [all_outputs]
--- design.v ---
`timescale 1ns/1ps
module lock
(
    input  wire      clock,
    input  wire      reset,
    input  wire      x,
    output reg      ready,
    output reg      unlock,
    output reg      error
);
  reg [2:0] state;
  reg [2:0] next_state;
  localparam s_reset=3'b000,
             s1=3'b001,
             s2=3'b010,
             s3=3'b011,
             s4=3'b100,
             s5=3'b101,
             open=3'b110, 
             s_error=3'b111;
  always @ (posedge clock, posedge reset) begin
     if(reset)
      state <= s_reset;
    else
      state <= next_state;
  end
  always @ * begin
    case(state)
      s_reset : if(x==1'b1) begin 
                  next_state = s1; 
                  unlock = 1'b0;
                  ready = 1'b0;
                  error = 1'b0; 
                end
                else begin
                  next_state = s_reset;
                  unlock = 1'b0;
                  ready = 1'b1;
                  error = 1'b0; 
                end
      s1      : if(x==1'b0) begin 
                  next_state = s2; 
                  unlock = 1'b0;
                  ready = 1'b0;
                  error = 1'b0; 
                end
                else begin
                  next_state = s_error;
                  unlock = 1'b0;
                  ready = 1'b0;
                  error = 1'b1; 
                end
      s2      : if(x==1'b1) begin 
                  next_state = s3; 
                  unlock = 1'b0;
                  ready = 1'b0;
                  error = 1'b0; 
                end
                else begin
                  next_state = s_error;
                  unlock = 1'b0;
                  ready = 1'b0;
                  error = 1'b1; 
                end
      s3      : if(x==1'b0) begin 
                  next_state = s4; 
                  unlock = 1'b0;
                  ready = 1'b0;
                  error = 1'b0; 
                end
                else begin
                  next_state = s_error;
                  unlock = 1'b0;
                  ready = 1'b0;
                  error = 1'b1; 
                end
      s4      : if(x==1'b1) begin 
                  next_state = s5; 
                  unlock = 1'b0;
                  ready = 1'b0;
                  error = 1'b0; 
                end
                else begin
                  next_state = s_error;
                  unlock = 1'b0;
                  ready = 1'b0;
                  error = 1'b1; 
                end
      s5      : if(x==1'b1) begin 
                  next_state = open; 
                  unlock = 1'b0;
                  ready = 1'b0;
                  error = 1'b0; 
                end
                else begin
                  next_state = s_error;
                  unlock = 1'b0;
                  ready = 1'b0;
                  error = 1'b1; 
                end
      open    : if(x==1'b0) begin 
                  next_state = s_reset; 
                  unlock = 1'b1;
                  ready = 1'b0;
                  error = 1'b0; 
                end
                else begin
                  next_state = open;
                  unlock = 1'b1;
                  ready = 1'b0;
                  error = 1'b0; 
                end
      s_error  : if(x==1'b0) begin 
                  next_state = s_reset; 
                  unlock = 1'b0;
                  ready = 1'b1;
                  error = 1'b0; 
                end
                else begin
                  next_state = s_error;
                  unlock = 1'b0;
                  ready = 1'b0;
                  error = 1'b1; 
                end   
      default : begin
                  next_state = s_reset;
                  unlock = 1'b0;
                  ready = 1'b1;
                  error = 1'b0; 
                end
    endcase
  end   
endmodule
==> impl_metrics.ini <==
; implementation run metrics
[run]
openroad.warnings = 27
drv_cap = 0

[clock_network]
ctsHtreeMaxLevel = 1
cts_tree = yes
cts.sinks = 8
cts_root_buf = clkbuf_4
clk_latency_ns = 0.25
cts_hold_buf = 0
numCtsBuffers = 3
path_clk_slew_ns = 0.06
clock_path_buffers = 2

[global_routing]
grtUsageTotal_pct = 1.84
grt_max_degree = 10
grt.overflow.total = 0
grt_pass1_wl_um = 986
grt_antenna_before_repair = 0
grt_pass1_vias = 235

[final_layout]
nFillCells = 383
seq_area_um2 = 201
lay_top_cells = 7 x dfrtp_1, 3 x and2_1, 3 x clkbuf_4, 3 x buf_4
logic_area_um2 = 119
largest_reg_flops = 8
area_growth_pct = 56.7
layout_top_cell = dfrtp_1
regMostFlops = state
drive_gt1_share_pct = 38.5
final_cells = 85
reg.largest.list = state: 8 flops

[synth]
syn_inst = 26
syn-mean-instance-area_um2 = 12.1
numSynthFlops = 8
ys_seq_share_pct = 63.9
synth_cell_type_count = 14
mappedNetlistArea_um2 = 315
yosys-stat-area_um2 = 315
top_area_share_pct = 55.6
yosysTopAreaCell = dfrtp_1
synthTopCellsByArea = dfrtp_1 56%, dfstp_2 8.3%, and2_1 6.0%
synth_warnings = 1
ys_cells = 26

[detailed_routing]
vias_per_cell = 2.69
vias = 229
wl_per_cell_um = 7.18
drc_errors = 0
first_pass_iters = 2
drt-total-wl_um = 610
antenna_cells = 0
drt_iter0_markers = 39
antenna_left = 0

[placed_design]
dp.cells = 78
gp_congestion = 0.761
hpwl_um = 450
io_buffers = 5

[critical_path]
cp_max_fo = 3
crit_arrival_ns = 1.31
path_class = register to primary output
cp-start-kind = register
required_ns = 1.28
worstSetupEndpointType = primary output

[power_and_ir_drop]
p_clk_share_pct = 33.0
switching_share_pct = 22.8
power.share.combinational_pct = 20.8
p_int_w = 0.000381
p_sw_w = 0.000113
ir_worst_vdd_v = 0.000181
seqPwrFrac_pct = 46.1
cellPowerDensity_mw_per_mm2 = 1000
p_leak_nw = 0.230

[floorplanning]
num_rows = 21
die_w_um = 80
boundaryPins = 6
core-area_mm2 = 0.00342
initial_core_util_pct = 9.23
die_area_mm2 = 0.00640
die_y_um = 80

[hold_path]
hp-class = input pin to asynchronous set/reset pin

[timing]
clock-skew-final_ns = 0.00410
post-route-period-util_pct = 102
worst_pin_slew_ns = 0.289
worst_slack_ns = -0.0315
holdWs_ns = 0.318
grt_setup_unrepaired = true
final-max-slew-violation-count = 0
finalCriticalPeriod_ns = 1.63
hold_violations = 0
relSlewSlack_pct = 80.7
setup_viol = 1
fmax_ghz = 0.613

[status]
violations = negative setup slack
status = finished with violations
## per-stage QoR
| step | setup TNS [ns] | total power (W) | worst slack (ns) | utilization [%] | area [µm²] |
|---|---|---|---|---|---|
| after floorplan | 0 | 0.000262 | 0.398 | - | 315 |
| after global routing | -0.105 | 0.000526 | -0.105 | 14.5 | 494 |
| after global placement | -0.507 | 0.000314 | -0.285 | 12.7 | 433 |
| final | -0.0315 | 0.000494 | -0.0315 | 14.5 | 494 |
| after CTS | -0.0731 | 0.000490 | -0.0731 | 14.0 | 479 |
| after detailed placement | -0.543 | 0.000316 | -0.294 | 12.7 | 433 |
## synth_stat cells (all sizes together)
| cell type | count |
|---|---|
| dfrtp | 7 |
| a21oi | 1 |
| and3b | 1 |
| dfstp | 1 |
| mux2 | 1 |
| nor2b | 2 |
| nor2 | 2 |
| mux2i | 1 |
| and2 | 3 |
| o21a | 1 |
| inv | 2 |
| nor3 | 3 |
| buf | 1 |
## layer usage
layer  share of wire, %  routed length, µm  GRT usage (%)  vias to the layer above
met1                 45                277           2.10                      111
li1                   -                  -              -                      108
met2                 43                261           2.49                        8
met4                3.4                 21           1.23                        0
met5                  0                  0              0                        -
met3                8.0                 49           1.14                        2
## final timing paths
path | start | endpoint | slack [ns] | cells past startpoint
setup / recovery | state[7] | error | -0.03 | 3
hold / removal | reset | state[1] | 0.32 | 2
setup reg to reg | state[7] | state[7] | 0.64 | 3
hold reg to reg | state[5] | state[3] | 0.50 | 1
max in group asynchronous | reset | state[0] | 1.00 | 2
min in group clk0 | state[5] | state[3] | 0.50 | 1
## logic make-up (layout without fill, tap and decap cells)
| logic type | after synthesis | count (layout) | synth area share (%) |
|---|---|---|---|
| simple gates | 11 | 11 | 21.4 |
| buf+inv | 3 | 16 | 3.97 |
| compound gates | 2 | 2 | 3.97 |
| mux | 2 | 2 | 6.75 |
| flops | 8 | 8 | 63.9 |
## power groups by stage
stage | Sequential [W] | Combinational [W] | Clock [W]
CTS | 0.000225 | 0.0000927 | 0.000172
global route | 0.000229 | 0.000117 | 0.000180
finish | 0.000228 | 0.000103 | 0.000163
## critical path, stage by stage, from the launching register on
cell and delay (ns):
dfrtp_1 0.41, nor3_4 0.23, mux2_4 0.31, buf_2 0.11
## layout make-up
class	instances	share of cell area, %
clock buffers	4	5.32
multi-input cells	15	24.1
well taps	46	11.6
flip-flops and latches	8	40.8
inverters	2	1.52
repair buffers	10	16.7
## what timing repair did
action / CTS / global route
pin swaps: 2 / 1
endpoints found under the setup margin: 3 / 3
resized: 10 / 4
cloned: 0 / 0
endpoints found under the hold margin: 0 / 0
buffers inserted: 2 / 1
Power figures rest on the tool's default switching activity, not on a simulated workload.
