### design.v
`timescale 1ms/1ms
module db_fsm
	(input wire clk,rst,input wire sw,output reg db);
	localparam[2:0] zero=3'b000, wait1_1=3'b001, wait1_2=3'b010, wait1_3=3'b011, one=3'b100, wait0_1=3'b101, wait0_2=3'b110, wait0_3=3'b111;
	localparam N=19;
	reg[N-1:0]q_reg;
	wire[N-1:0]q_next;
	wire m_tick;
	reg[2:0]state_reg;
	reg[2:0]state_next;
	always@(posedge clk,posedge rst)
       begin
        if(rst)
        q_reg<=0;
        else
	q_reg<=q_next;
	end
	assign q_next=q_reg+1;
	assign m_tick=(q_reg==0)?1'b1:1'b0;
	always@(posedge clk,posedge rst)
	begin
	      if(rst)
			state_reg<=zero;
		else
			state_reg<=state_next;
        end
	always@*
	 begin
		state_next=state_reg;
			db=1'b0;
	case(state_reg)
		zero:
 			if(sw)
				state_next=wait1_1;
		wait1_1:
			if(~sw)
				state_next=zero;
			else 
				if(m_tick)
				state_next=wait1_2;
		wait1_2:
			if(~sw)
				state_next=zero;
			else 
				if(m_tick)
					state_next=wait1_3;
		wait1_3:
			if(~sw)
				state_next=zero;
			else 
				if(m_tick)
					state_next=one;
		one:
			begin
				db=1'b1;
			if(~sw)
				state_next=wait0_1;
			end
		wait0_1:
			begin
				db=1'b1;
			if(sw)
				state_next=one;
			else 
				if(m_tick)
					state_next=wait0_2;
			end
		wait0_2:
			begin
				db=1'b1;
			if(sw)
				state_next=one;
			else
				  if(m_tick)
					state_next=wait0_3;
			end
		wait0_3:
			begin
				db=1'b1;
			if(sw)
				state_next=one;
			else 
				  if(m_tick)
					state_next=zero;
			end
		default:state_next=0;
        endcase
    end
endmodule
### run.sh
#!/bin/bash
# OpenROAD 26Q1-2900-gdf79404cd8, Yosys 0.63+post, stock flow scripts
make -C /OpenROAD-flow-scripts/flow DESIGN_CONFIG=/design/flow/config.mk WORK_HOME=/design/flow/orfs finish
### config.mk
export PLATFORM = sky130hd
export DESIGN_NAME = db_fsm
export DESIGN_NICKNAME = db_fsm
export VERILOG_FILES = /design/flow/design.v
export SDC_FILE = /design/flow/constraint.sdc
export NUM_CORES = 4
export LEC_CHECK = 1
export CORE_AREA = 10 10 105 105
export DIE_AREA = 0 0 115 115
### constraint.sdc
current_design db_fsm

set clk_period 4.7
set clk_io_pct 0.2

create_clock -name clk0 -period $clk_period [get_ports {clk}]

set non_clock_inputs [all_inputs -no_clocks]
set_input_delay [expr $clk_period * $clk_io_pct] -clock clk0 $non_clock_inputs
set_output_delay [expr $clk_period * $clk_io_pct] -clock clk0 [all_outputs]
==> reports/notes.md <==
The required time at the worst endpoint is listed as 3.76 ns. For the total area of sequential cells, the log shows 677 um^2. The tools report the origin of the worst setup path as state_reg[3]$_DFF_PP0_.

The run gives 62.7% for the sequential share of power. The post-DP HPWL came out at 1.34 mm. Summing every instance area after synthesis gives 1190 um^2. On the worst setup and hold paths after CTS, the clock-pin slew comes to 0.09 ns.

The iteration-0 DRC count of the detailed router is 45. The power report lists cell-internal power as 0.304 mW. For reference, the final report shows the max-slew violation count at 0.

For the worst-skew pair later-pin latency, the log shows 0.27 ns. In the final routing, the length of wire on met1 measures 917 um. The leakage component of the power was reported as 0.559 nW. Entering global routing, the biggest net connects 28 pins.

With the via count normalized by instance count at 3.42, the total setup violations reported at the end of the flow is 0. The clock root buffer was sky130_fd_sc_hd__clkbuf_8. TritonCTS built the clock tree.

Per the detail_route log, met2 wirelength is 846 um. The first global-routing pass estimated 3.43 mm of wire. Adding up every negative setup slack in the final design gives 0 ns. The arrival time of data at the worst endpoint is listed as 1.60 ns.

The tools report the number of global-route vias before repair as 755. Per the timing report, the achievable frequency comes out to 394 MHz. The logs give 32.7% for the clock network fraction of total power and 219 for the final cell count without fillers. The global-route total usage across every layer is 3.08%, and the multi-input logic area is 479 um^2. The warning count from the yosys run is 1, and the post-cts resize count is 0. The power report puts the net switching power at 0.0759 mW. At the pin with the least slew margin, the transition time is 0.526 ns.

Counting every instance in the synthesized netlist gives 105. The signed area change from the synthesized netlist to the final layout was 17.1%; the number of violations of the max-capacitance limit was 0. The total congestion overflow is 0, and the number of synthesized register bits is 27.

The startpoint of the worst register-to-register path was q_reg[12]$_DFF_PP0_. In this run the post-CTS setup repair buffer count came out at 0. The average size of a mapped cell was 11.4 um^2; the total tool warning count was 26. The run gives 25 for the number of library cell types mapped by synthesis. Ratio of cells with drive above 1 in the final layout: 9.01%. The top layer reached by signal wires is met3. The number of antenna diodes is 0.

Port buffering added 3 buffers. The detailed router placed 748 vias in this run. The average wire per standard cell works out to 8.56 um.

STA classifies the critical path startpoint as a flip-flop. The maximum buffer depth of the clock tree was 2; the H-tree depth was 1. Of the total power, combinational logic draws 4.6%. The share of the clock period used by the worst path is 54.0%. According to the floorplan report, the total die area is 13200 um^2. The run finished with clean final reports. 4 I/O pins were placed.

The worst setup path is captured at an output pin. The final period demand of the worst path is 2.54 ns. After floorplanning, the core was sized to cover 8760 um^2. The run gives 13.6% for the starting utilization of the core area. The final-report hold violation count was 0; the power per cell area was 272 nW/um^2.

The worst-case headroom to the max-slew limit was 64.7%. TritonRoute reported its final design rule violation total as 0. Final RePlAce weighted congestion: 0.732. The final layout report lists a filler cell count of 977. At the end of the flow the core is filled with cells to 15.9%. After synthesis, flip-flops and latches occupy 56.7% of the total area. The number of core rows was 34; the share of total power consumed by net switching was 20.0%. The maximum VDD drop is 121 uV. The critical path class is reg -> out. In this run, post-CTS hold repair placed 0 buffers. Of all nets on the critical path, the largest fanout is 2. The post-detailed-routing wire length came out at 1.87 mm. Setup repair after global routing left no endpoint under its margin.

The post-route antenna net violation count is 0, and the clock net sink count is 27. The most critical min-delay path falls under reg -> reg. The die is 115 um tall. The first TritonRoute pass finished after 3 iterations. Start point of the worst min-delay path: q_reg[18]$_DFF_PP0_. The number of buffers created by CTS was 3. Wire segments on met3 add up to 109 um in the final route. Post-synthesis, Yosys gives the total cell area as 1190 um^2. Post-route clock skew: 0.00753 ns. Cell total after placement: 215.

The cell count listed in synth_stat.txt came out at 105. The register with the most flip-flops in the layout has 19 of them. The width of the die is 115 um, and the number of antenna violations at the first check in global routing is 0.
[cell usage after synthesis]
master | number | share of area, %
sky130_fd_sc_hd__nor2_1 | 3 | 0.94
sky130_fd_sc_hd__o21ai_0 | 2 | 0.84
sky130_fd_sc_hd__nand4_1 | 5 | 2.6
sky130_fd_sc_hd__inv_1 | 6 | 1.9
sky130_fd_sc_hd__dfstp_2 | 1 | 2.2
sky130_fd_sc_hd__nor4b_1 | 1 | 0.73
sky130_fd_sc_hd__nor4_2 | 1 | 1.0
sky130_fd_sc_hd__nand3_1 | 6 | 2.5
sky130_fd_sc_hd__nor4_1 | 3 | 1.6
sky130_fd_sc_hd__clkbuf_1 | 1 | 0.31
sky130_fd_sc_hd__dfrtp_1 | 26 | 55
sky130_fd_sc_hd__ha_1 | 2 | 2.1
sky130_fd_sc_hd__or2_2 | 1 | 0.52
sky130_fd_sc_hd__nor3_1 | 2 | 0.84
sky130_fd_sc_hd__nor3_2 | 1 | 0.84
sky130_fd_sc_hd__o22ai_1 | 2 | 1.0
sky130_fd_sc_hd__nand2b_1 | 3 | 1.6
sky130_fd_sc_hd__xor2_1 | 4 | 2.9
sky130_fd_sc_hd__buf_6 | 1 | 0.94
sky130_fd_sc_hd__nand2_1 | 12 | 3.8
sky130_fd_sc_hd__xnor2_1 | 13 | 9.5
sky130_fd_sc_hd__mux2i_1 | 4 | 3.4
sky130_fd_sc_hd__and4_1 | 2 | 1.5
sky130_fd_sc_hd__or4_1 | 2 | 1.3
sky130_fd_sc_hd__and3_2 | 1 | 0.63
[area by class of cell]
class | instances | area share [%]
multi-input combinational | 70 | 34.3
clock buffer | 3 | 2.95
sequential | 27 | 48.4
tap | 108 | 9.67
timing repair buffer | 4 | 2.69
clock inverter | 1 | 0.358
inverter | 6 | 1.61
[metrics by stage]
step	hold slack (ns)	instance area, um^2	power [mW]	setup slack, ns
6_report	0.484	1400	0.380	2.16
2_1_floorplan	0.446	1190	0.253	2.91
4_1_cts	0.482	1400	0.389	2.14
3_5_place_dp	0.465	1350	0.261	2.45
3_3_place_gp	0.466	1350	0.261	2.45
5_1_grt	0.501	1400	0.401	2.09
[kinds of logic (layout without fill, tap and decap cells)]
family | after synthesis | after routing | synth area share (%)
adders and majority gates | 2 | 2 | 2.10
and+or+nand+nor | 43 | 43 | 20.3
buffers and inverters | 8 | 14 | 3.14
xor gates and xnor gates | 17 | 17 | 12.5
muxes | 4 | 4 | 3.35
DFF | 27 | 27 | 56.7
AOI/OAI and AO/OA | 4 | 4 | 1.89
[per-layer routing]
metal / global-route usage [%] / up-vias
li1: - / 373
met2: 4.69 / 9
met3: 1.27 / 0
met4: 0.413 / 0
met5: 0 / -
met1: 4.14 / 366
[power groups by stage]
stage | logic, mW | clock network (mW) | registers, mW
final | 0.0173 | 0.124 | 0.238
after global routing | 0.0203 | 0.141 | 0.239
after CTS | 0.0181 | 0.132 | 0.238
[worst max-delay path, cell delays in order (launching register included)]
cell and delay (ns):
sky130_fd_sc_hd__dfrtp_1 0.38, sky130_fd_sc_hd__or4_1 0.53, sky130_fd_sc_hd__clkdlybuf4s50_1 0.42
[path summary, 6_finish.rpt]
check,slack [ns],endpoint,cells past startpoint
hold / removal,0.48,q_reg[18]$_DFF_PP0_,1
max in group asynchronous,3.38,state_reg[0]$_DFF_PP1_,3
min in group asynchronous,1.03,q_reg[3]$_DFF_PP0_,3
hold reg to reg,0.48,q_reg[18]$_DFF_PP0_,1
setup reg to reg,2.91,state_reg[6]$_DFF_PP0_,4
setup / recovery,2.16,db,2
[cells in the final DEF (no fill, tap or decap)]
master                            instances
sky130_fd_sc_hd__dfrtp_1                 26
sky130_fd_sc_hd__xnor2_1                 13
sky130_fd_sc_hd__nand2_1                 12
sky130_fd_sc_hd__nand3_1                  6
sky130_fd_sc_hd__inv_1                    6
sky130_fd_sc_hd__nand4_1                  5
sky130_fd_sc_hd__xor2_1                   4
sky130_fd_sc_hd__mux2i_1                  4
sky130_fd_sc_hd__nor2_1                   3
sky130_fd_sc_hd__nor4_1                   3
sky130_fd_sc_hd__nand2b_1                 3
sky130_fd_sc_hd__clkbuf_8                 3
sky130_fd_sc_hd__clkdlybuf4s50_1          3
sky130_fd_sc_hd__nor3_1                   2
sky130_fd_sc_hd__and4_1                   2
sky130_fd_sc_hd__or4_1                    2
sky130_fd_sc_hd__o22ai_1                  2
sky130_fd_sc_hd__o21ai_0                  2
sky130_fd_sc_hd__ha_1                     2
sky130_fd_sc_hd__and3_2                   1
sky130_fd_sc_hd__nor4_2                   1
sky130_fd_sc_hd__or2_2                    1
sky130_fd_sc_hd__nor3_2                   1
sky130_fd_sc_hd__nor4b_1                  1
sky130_fd_sc_hd__clkinv_2                 1
sky130_fd_sc_hd__buf_4                    1
sky130_fd_sc_hd__dfstp_2                  1
Power and IR drop assume default switching activity.
